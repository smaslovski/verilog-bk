`config.mk`:
```
export PLATFORM = sky130hd
export DESIGN_NAME = va_037
export DESIGN_NICKNAME = va_037
export VERILOG_FILES = /design/flow/design.v
export SDC_FILE = /design/flow/constraint.sdc
export NUM_CORES = 4
export LEC_CHECK = 1
export CORE_AREA = 10 10 103 103
export DIE_AREA = 0 0 113 113
```
`constraint.sdc`:
```
current_design va_037

set clk_period 3.8
set clk_io_pct 0.2

create_clock -name clk0 -period $clk_period [get_ports {PIN_CLK}]

set non_clock_inputs [all_inputs -no_clocks]
set_input_delay [expr $clk_period * $clk_io_pct] -clock clk0 $non_clock_inputs
set_output_delay [expr $clk_period * $clk_io_pct] -clock clk0 [all_outputs]
```
`design.v`:
```
module va_037
(
   input       PIN_CLK,        
   input       PIN_R,          
   input       PIN_C,          
   inout[15:0] PIN_nAD,        
   input       PIN_nSYNC,      
   input       PIN_nDIN,       
   input       PIN_nDOUT,      
   input       PIN_nWTBT,      
   output      PIN_nRPLY,      
   output[6:0] PIN_A,          
   output[1:0] PIN_nCAS,       
   output      PIN_nRAS,       
   output      PIN_nWE,        
   output      PIN_nE,         
   output      PIN_nBS,        
   output      PIN_WTI,        
   output      PIN_WTD,        
   output      PIN_nVSYNC      
);
reg            nWTBT;          
reg [15:0]     A;              
reg [7:0]      RA;             
reg            M256;           
wire           RWR, ROE;       
wire           RESET;          
wire           CLKIN;          
reg [2:0]      PC;             
reg [13:1]     VA;             
reg [7:0]      LC;             
wire           ALOAD, TV51;    
reg            HGATE, VGATE;   
reg            PC90;           
reg            RASEL, AMUXSEL; 
wire           CAS;            
reg            CAS322;         
wire           FREEZ;          
reg            VTSYN;          
wire           SYNC2, SYNC5;   
wire           RPLY;           
reg            TRPLY;          
assign PIN_nRPLY        = ~(ROE | RWR | RPLY);
assign PIN_nAD[7:0]     = ~ROE ? 8'hZZ : ~RA[7:0];     
assign PIN_nAD[8]       = 1'bZ;                        
assign PIN_nAD[9]       = ~ROE ? 1'bZ  : ~M256;        
assign PIN_nAD[14:10]   = 5'hZZ;                       
assign PIN_nAD[15]      = (~PIN_nDIN & ~PIN_nSYNC &    
                          (A[15:1] == (16'o177716 >> 1))) ? 1'b0 : 1'bZ;
assign PIN_nE  = PIN_nSYNC | PIN_nDIN | (A[15:7] == (16'o177600 >> 7));
assign PIN_nBS = ~(A[15:2] == (16'o177660 >> 2));
always @(*) if (PIN_nDOUT) nWTBT <= PIN_nWTBT;
assign RWR     = ~PIN_nSYNC & ~PIN_nDOUT & (A[15:1] == (16'o177664 >> 1));
assign ROE     = ~PIN_nSYNC & ~PIN_nDIN  & (A[15:1] == (16'o177664 >> 1));
assign RESET   = PIN_R;
assign CLKIN   = PIN_CLK;
always @(*) if (PIN_nSYNC) A[15:0] = ~PIN_nAD[15:0];
always @(*) if (RWR) RA[7:0] = ~PIN_nAD[7:0];
always @(*) if (RWR) M256 = ~PIN_nAD[9];
always @(*) if (RASEL) TRPLY = 1'b1; else if (PIN_nDIN & PIN_nDOUT) TRPLY = 1'b0;
assign RPLY = TRPLY & ~RASEL;
always @(negedge CLKIN) if (~PC[0]) PC90 <= PC[1];
always @(negedge CLKIN or posedge RESET)
begin
   if (RESET)
      PC[2:0] <= 3'b000;
   else
      PC[2:0] <= PC[2:0] + 3'b001;
end
always @(negedge CLKIN or posedge RESET)
begin
   if (RESET)
      VA[5:1] <= 5'b00000;
   else
      if (&PC[2:0])
      begin
         VA[4:1] <= VA[4:1] + 4'b0001;
         if (&VA[4:1] & ~HGATE)  VA[5] <= ~VA[5];
      end
end
assign TV51 = PIN_C ? 1'b0 : ~(&PC[2:0] & &VA[5:1]);
assign ALOAD = (FREEZ & ~LC[1]) | (RESET & RWR);
always @(negedge CLKIN)
begin
   if (ALOAD)
      VA[13:6] <= RA[7:0];
   else
      if (~TV51 & ~FREEZ)
         VA[13:6] <= VA[13:6] + 8'b00000001;
end
always @(negedge CLKIN or posedge RESET)
begin
   if (RESET)
   begin
      HGATE <= 1'b0;
      VGATE <= 1'b1;
   end
   else
   begin
      if (&PC[2:0] & &VA[4:1] & (HGATE | VA[5]))
         HGATE <= ~HGATE;
      if (~TV51 & (LC[5:0] == 6'b000000) & (VGATE | (LC[7:6] == 2'b00)))
         VGATE <= ~VGATE;
   end
end
always @(negedge CLKIN or posedge RESET)
begin
   if (RESET)
      LC[7:0] <= 8'b11111111;
   else
      if (~TV51)
      begin
         LC[5:0] <= LC[5:0] - 6'b000001;
         if ((LC[5:0] == 6'b000000) & ~VGATE) LC[6] <= ~LC[6];
         if ( LC[6:0] == 7'b0000000) LC[7] <= ~LC[7];
      end
end
assign FREEZ = VGATE & (LC[5:2] == 4'b1010);
assign PIN_A[6:0]    = RASEL ? (AMUXSEL ? ~A[7:1]  : ~A[14:8])
                             : (AMUXSEL ? ~VA[7:1] : {1'b0, ~VA[13:8]});
assign PIN_nCAS[0]   = ~(CAS & (~A[0] | ~PC[2] | nWTBT));
assign PIN_nCAS[1]   = ~(CAS & ( A[0] | ~PC[2] | nWTBT));
assign PIN_nRAS      =  PC90 | (PC[2] & ~RASEL);
assign PIN_WTI       = ~VGATE & ~HGATE & (M256 | (LC[6] & LC[7])) & PC90 & ~PC[2] & PC[1];
assign PIN_WTD       = RPLY & ~PIN_nDIN;
assign PIN_nWE       = ~(RASEL & ~PIN_nDOUT);
always @(posedge CLKIN) AMUXSEL <= PC90;
always @(posedge CLKIN)
begin
   if (PC90 & PC[1])
      RASEL <= 1'b0;
   else
      if (PC90 & ~PC[1] & PC[2])
         RASEL <= ~(PIN_nSYNC | A[15] | RPLY | (PIN_nDIN & PIN_nDOUT));
end
always @(negedge CLKIN) CAS322 <= RASEL;
assign CAS = (CAS322 & PC[1] & PC[2]) | (~VGATE & ~HGATE & PC[1] & ~PC[2]);
always @(negedge CLKIN or posedge RESET)
begin
   if (RESET)
      VTSYN <= 1'b0;
   else
   begin
      if ((VA[3:1] == 3'b000) & (PC[1:0] == 2'b11))
         VTSYN <= 1'b1;
      if ((VA[4:1] == 4'b0100) & (PC[2:0] == 3'b111))
         VTSYN <= 1'b0;
   end
end
assign SYNC2 = ~(VGATE & (LC[5:2] == 4'b1010) & ~(LC[0] & LC[1]));
assign SYNC5 =  VTSYN | (SYNC2 & ~HGATE);
assign PIN_nVSYNC = ~(SYNC2 ^ SYNC5);
endmodule
```
`run.sh`:
```
#!/bin/bash
# OpenROAD 26Q1-2900-gdf79404cd8, Yosys 0.63+post, stock flow scripts
make -C /OpenROAD-flow-scripts/flow DESIGN_CONFIG=/design/flow/config.mk WORK_HOME=/design/flow/orfs finish
```
==> summary.txt <==
Main metrics from the flow reports.

Across all stage logs, warnings added up to roughly 51. Note that the worst hold path type here is register to register. The clock latency reported for the late side of the worst-skew pair is ~0.35 ns. The detail route stage leaves a number of antenna-violating nets equal to 0. Setup repair after global routing could not meet its margin everywhere.

The clock-pin slew reported for the worst setup and hold paths after clock tree synthesis came out at approximately 0.050 ns. The aoi/oai-family share of the synthesized area is 3.45%. The detailed-route DRC error count is 0. The path type of the worst setup path is register to output port. The power per standard cell area came out at ~530 nW/um^2. The number of cells traversed by the worst register-to-register path came out at 2. The first-pass iteration count of the detailed router is 4. The worst endpoint data arrival time is between 3 and 4 ns. The setup slack after placement is -0.381 ns. The number of antenna violations at the first check in global routing came out at 0.

Headroom to the max-slew limit came out at a little under 60%. The main logic family after synthesis is simple AND/OR/NAND/NOR gates. TritonCTS built the clock tree. The area of the die is ~13000 um^2. The minimum hold slack came out at 0.344 ns. Detailed routing inserted a total of between 1000 and 1500 vias. Per the gpl log, the routability congestion estimate is just under 0.8. The multi-input logic area is 717 um^2. The post-synthesis cell type count is 31. The prevailing post-synth register cell is dfrtn_1.

The layout overhead on the synthesized area came out at 41.3%. The worst ir drop on vdd is about 270 uV. The transition at the pin with the smallest max-transition slack is 0.630 ns.

The clock sink count came out at 29. The netlist area before placement is roughly 1600 um^2. The number of violations of the max-capacitance limit came out at 0. The root buffer selected by CTS is clkbuf_8.

The number of hold buffers added after cts came out at 0. The max-slew violation count came out at 0. The count of buffers added on input and output ports is 14. The number of H-tree branching levels came out at 2. The number of buffers added by the clock tree synthesis step is 5. Entering global routing, the biggest net connects 11 pins. The area taken by flip-flops and latches came out at approximately 780 um^2. The data required time at the worst endpoint is 3.04 ns. The sequential-to-total area share from yosys stat came out at about half. After technology mapping, the gate count stands at approximately 150.

After Yosys synthesis, XOR and XNOR cells account for about a tenth of the synthesized area. The final wirelength is roughly 3.3 mm. STA classifies the critical path endpoint as an output port. Global routing used under 10% of the available tracks. The tally of filler cells in the layout is 858. The starting density of the core is a little under 20%. The first-pass GRT wire length is 5.52 mm. The overall die width is 113 um. The async set-or-reset flop fraction in the synthesized netlist came out at between 60 and 70%.

The final number of setup-violating endpoints came out at 3. The number of vias per cell after detailed routing came out at approximately 3.6. The final worst setup slack is -0.381 ns. The number of global-route vias before repair came out at about 1200. The number of enable flip-flop cells came out at 9. The leading area contributor after synthesis is edfxtp_1.

The final reports fail on setup timing. The final count of hold timing violations is 0. The per-cell routed wire length came out at 10.0 um. The share of synthesized cell area in and, or, nand and nor gates is 14.7%.

The adder-cell share of the synthesized area came out at around 5.5%. The I/O pin count came out at 40. The cell count in the Yosys report came out at 147. The fraction of final layout cells sized beyond drive strength 1 is 33.0%.

The setup skew after layout is 0.0653 ns. The floorplan core area is between 8000 and 9000 um^2. The number of antenna diodes in the final layout is 0. The number of warnings reported in the yosys synthesis log is 23. The share of the synthesized area in the top cell type is ~17%. The placed wire-length estimate after detailed placement came out at between 2 and 2.5 mm. The average cell area after synthesis is 10.9 um^2. After synthesis, the chip area reported by Yosys is 1600 um^2. In this run the static leakage power is ~0.0011 uW. The run finished, with violations left. For this run the aggregate overflow at the end of global routing stands at 0. The worst hold path depth came out at 1. Per the OpenROAD floorplan log, the height of the die is roughly 110 um.

Once synthesis finished, the tally of register bits stood at 29. The largest fanout of any net on the critical path came out at 2. The multiplexer area fraction after synthesis is under 10%. Sorting the synthesized cells by area gives the leading types as edfxtp_1 (17%), dfrtn_1 (16%), dfstp_2 (15%). The buffer levels on the longest clock path is 2.

The site row count came out at 33. The reg2reg setup slack came out at around 1.1 ns. The violation tally recorded at the end of detailed-routing iteration 0 is 28.

STA classifies the critical path startpoint as a register.
## registers in the layout (all words and copies together) (netlist names)
signal / flops
AMUXSEL: 1
HGATE: 1
LC: 8
PC: 3
PC90: 1
VA: 13
VGATE: 1
VTSYN: 1
## final cells by class
class / count / area share [%]
well taps: 105 / 5.82
repair buffers: 58 / 19.5
multi-input cells: 106 / 31.8
inverters: 8 / 1.33
clock buffers: 6 / 3.22
clock inverters: 20 / 3.99
flip-flops and latches: 29 / 34.4
## per-layer routing
layer,wire [um],global-route usage (%)
met5,0,0
met4,65,1.44
met3,192,1.76
met2,1320,6.95
met1,1750,7.15
## stage by stage
stage / cells / utilization [%] / instance area (um^2) / power, uW / TNS (ns)
after floorplan: 166 / - / 1670 / 711 / 0
after global placement: 291 / 24.0 / 1990 / 825 / -2.51
after detailed placement: 291 / 24.0 / 1990 / 830 / -2.70
after CTS: 329 / 27.0 / 2240 / 1210 / -0.741
after global routing: 332 / 27.2 / 2260 / 1300 / -0.814
final: 332 / 27.2 / 2260 / 1210 / -0.442
## what timing repair did
action	in CTS	in global routing
resized	30	6
setup buffers	13	4
endpoints found under the setup margin	12	9
pin swaps	4	5
## worst max-delay path, cell delays in order, from the launching register on
cell     delay (ns)
dfstp_2        0.53
nand4_1        0.11
nor2_1         0.14
mux2i_1        0.26
buf_2          0.13
## Yosys cell counts, drive strengths merged (3+ instances only)
library cell and n:
edfxtp 9, xnor2 7, nor4 4, xor2 10
nand4 3, dfrtn 10, dfstp 9, inv 9
nor2 14, mux2i 8, buf 21, a21oi 4
nand3 6, nor3 3, nand2 4, ha 7
## logic make-up (layout without fill, tap and decap cells)
group / count (synthesis) / after routing
simple gates: 45 / 45
fa+ha+maj: 7 / 7
mux: 9 / 9
buf+inv: 31 / 92
flops: 29 / 29
compound gates: 7 / 7
other cells: 2 / 21
xor+xnor: 17 / 17
## where the power goes
part	leakage [uW]	internal, uW	switching (uW)
clock network	0.000150	185	160
registers	0.000318	445	41.2
logic	0.000662	210	165
total	0.00113	839	366
## final timing paths
kind,from,endpoint
min in group asynchronous,PIN_R,VTSYN
max,LC[5],PIN_nVSYNC
max in group asynchronous,PIN_R,PC[0]
min,PC[0],PC[0]
max reg2reg,PC90,AMUXSEL
min reg2reg,PC[0],PC[0]
## cells in the final DEF, fill, tap and decap left out, drive strengths merged, types with 3 or more instances in the layout
cell         instances
inv                 26
ha                   7
nor4                 4
nor2                14
nand4                3
nand2                4
xor2                10
buf                 49
clkbuf               8
dfstp                9
a21oi                4
mux2i                8
dfrtn               10
xnor2                7
nor3                 3
conb                21
nand3                6
edfxtp               9
dlygate4sd2          3
Power is estimated from default activity; no workload was simulated.
